### config.mk
export PLATFORM = sky130hd
export DESIGN_NAME = regfile
export DESIGN_NICKNAME = regfile
export VERILOG_FILES = /design/flow/design.v
export SDC_FILE = /design/flow/constraint.sdc
export NUM_CORES = 4
export LEC_CHECK = 1
export CORE_UTILIZATION = 50
### constraint.sdc
current_design regfile

set clk_period 2.1
set clk_io_pct 0.2

create_clock -name clk0 -period $clk_period

set non_clock_inputs [all_inputs -no_clocks]
set_input_delay [expr $clk_period * $clk_io_pct] -clock clk0 $non_clock_inputs
set_output_delay [expr $clk_period * $clk_io_pct] -clock clk0 [all_outputs]
### design.v
`timescale 1ns / 1ps
module regfile(
    input [2:0] readreg1,
    input [2:0] readreg2,
    input reset,
	 input regwrite,
	 input [2:0] writereg,
	 input [7:0] writedata,
    output reg [7:0] data1,
    output reg [7:0] data2
    );
reg [7:0] fixreg [7:0];
always @(readreg1 or readreg2 or writedata)
begin
if(reset==1)
begin
fixreg[0] = 'd0; fixreg[1] = 'd1; fixreg[2] = 'd2; 
fixreg[3] = 'd3; fixreg[4] = 'd4; fixreg[5] = 'd5; fixreg[6] = 'd6; fixreg[7] = 'd7;
data1 <= fixreg[readreg1];
data2 <= fixreg[readreg2];
if(regwrite==1)
begin
fixreg[writereg] <= writedata;
end
end
else
begin
if(writereg==readreg1)
begin
data1 <= writedata;
end
else
begin
data1 <= fixreg[readreg1];
end
if(writereg==readreg2)
begin
data2 <= writedata;
end
else
begin
data2 <= fixreg[readreg2];
end
if(regwrite==1)
begin
fixreg[writereg] <= writedata;
end
end
end
endmodule
### run.sh
#!/bin/bash
# OpenROAD 26Q1-2900-gdf79404cd8, Yosys 0.63+post, stock flow scripts
make -C /OpenROAD-flow-scripts/flow DESIGN_CONFIG=/design/flow/config.mk WORK_HOME=/design/flow/orfs finish
==> flow_summary.yaml <==
# yosys + openroad results
route:
  drt_iter0_drc: 144
  ant_nets: 0
  avgViaCountPerCell: 5.855
  remaining_drc_errors: 0
  detail_route.wirelength_um: 9313
  detailedRoute.firstPassIterationCount: 4
  route.detailed.wl_per_inst_um: 18.81
  diodes: 0
  vias: 2898
yosys:
  yosys.cell_types.count: 42
  synth.cell_area_um2: 2987
  ys_area_um2: 2987
  ys_warn_count: 2
  synth_flops: 64
  syn-instance-count: 350
  postSynthAreaPerCell_um2: 8.533
  synthFlopType: "sky130_fd_sc_hd__dlxtn_1"
  enable_flop_cells: 0
  yosysCellCount: 350
  ys_async_sr_fraction: 0
cells_and_area:
  number_of_flip_flops_in_the_largest_register: 64
  layout-drive-gt1-share: 0.3286
  postLayoutCellArea_um2: 4064
  layout.cells.most_common_list: "64 x sky130_fd_sc_hd__dlxtn_1, 49 x sky130_fd_sc_hd__and2_1, 41 x sky130_fd_sc_hd__buf_4"
  synthToLayoutAreaGrowth_pct: 36.07
  final_common_cell: "sky130_fd_sc_hd__dlxtn_1"
  fillerInstances: 440
  finalCoreUtilization: 0.7203
  reg_top3: "fixreg x64"
  layoutNonFillerInstCount: 495
  top_register: "fixreg"
  mi_logic_area_um2: 2003
  sequential_cell_area_um2: 960.9
die:
  floorplan.rows: 27
  design.die.area_um2: 6286
  core_box_area_um2: 5642
  i_o_pin_total: 35
  die_h_um: 79.29
  fp_util: 0.5294
  die_x_extent_um: 79.29
placed_design:
  dpl_cell_area_um2: 3671
  place_hpwl_um: 6702
  detailedPlace.worstSlack_ps: -736.1
  dp.cells: 482
  place.gp.congestion: 0.9019
  io_buffer_count: 35
power_and_ir_drop:
  power.static_leakage_nw: 1.826
  power.density_nw_per_um2: 193.4
  peakVddDrop_uv: 132.5
  p_total_mw: 0.7858
timing:
  layout_worst_path_cycle_share: 1.003
  fmax_ghz: 0.4750
  unclocked_regs: 64
  slew_headroom: 0.4497
  hold_ws_ps: 1263
  setup-violations-final: 1
  setup_ws_ps: -5.305
  finalHoldViolations: 0
  unconstrained_endpoints: 64
  fin_setup_tns_ps: -5.305
  report.final.slew_viol_count: 0
  period_needed_ps: 2105
  rsz0062_at_grt: "true"
  slew_worst_pin_ps: 821.6
worst_hold_path:
  holdCritPathClass: "input pin to primary output"
  min_to: "data2[1]"
  hold-path-cell-count: 5
  hold_path.startpoint: "readreg2[1]"
worst_setup_path:
  crit_path_max_fanout: 10
  crit_arrival_ps: 1690
  setup.worst_path.class: "input pin to primary output"
  crit_path_capture_type: "primary output"
  worst_setup_path_start_kind: "input pin"
  worst-endpoint-required_ps: 1680
grt:
  grt_overflow_total: 0
  largest_net_degree_at_the_start_of_global_routing: 18
  via_count_of_the_first_global_routing_pass: 2841
  grt_first_pass_wirelength_um: 14520
  grt_antenna_before_repair: 0
  all_layer_gr_usage: 0.3200
outcome:
  result_of_the_run: "finished, violations left"
  violations: "negative setup slack"
job:
  cap_violations: 0
  openroad.warnings: 35
==> routing by layer <==
layer  up-vias  GRT usage  routed length [µm]
met2       108     0.5328                4632
met4         0    0.04909                 123
li1       1393          -                   -
met1      1386     0.4668                4054
met3        11    0.04317                 503
met5         -          0                   0
==> cells in the mapped netlist (3+ instances only) <==
| cell type | number | share of area |
|---|---|---|
| sky130_fd_sc_hd__nand3_1 | 10 | 0.017 |
| sky130_fd_sc_hd__mux2_2 | 6 | 0.023 |
| sky130_fd_sc_hd__a311oi_1 | 4 | 0.012 |
| sky130_fd_sc_hd__mux4_1 | 5 | 0.044 |
| sky130_fd_sc_hd__a211oi_1 | 7 | 0.018 |
| sky130_fd_sc_hd__dlxtn_1 | 64 | 0.32 |
| sky130_fd_sc_hd__o221ai_1 | 4 | 0.012 |
| sky130_fd_sc_hd__mux4_2 | 7 | 0.053 |
| sky130_fd_sc_hd__nor3b_1 | 3 | 0.0075 |
| sky130_fd_sc_hd__nand2b_1 | 9 | 0.019 |
| sky130_fd_sc_hd__buf_2 | 8 | 0.013 |
| sky130_fd_sc_hd__inv_1 | 5 | 0.0063 |
| sky130_fd_sc_hd__buf_4 | 3 | 0.0075 |
| sky130_fd_sc_hd__clkbuf_1 | 6 | 0.0075 |
| sky130_fd_sc_hd__nor3_1 | 3 | 0.0050 |
| sky130_fd_sc_hd__nor2_1 | 15 | 0.019 |
| sky130_fd_sc_hd__a21oi_1 | 20 | 0.034 |
| sky130_fd_sc_hd__o21ai_0 | 11 | 0.018 |
| sky130_fd_sc_hd__buf_6 | 6 | 0.023 |
| sky130_fd_sc_hd__nand2_1 | 37 | 0.047 |
| sky130_fd_sc_hd__xnor2_1 | 6 | 0.018 |
| sky130_fd_sc_hd__mux2i_1 | 21 | 0.070 |
| sky130_fd_sc_hd__nor2b_1 | 5 | 0.010 |
| sky130_fd_sc_hd__and2_1 | 49 | 0.10 |
| sky130_fd_sc_hd__a31oi_1 | 5 | 0.010 |
| sky130_fd_sc_hd__o22ai_1 | 10 | 0.021 |
==> worst max-delay path by stage <==
stage	cells past startpoint	end	slack, ps	startpoint
CTS	7	data2[5]	-10	readreg2[1]
global route	8	data1[1]	-60	readreg1[2]
finish	7	data1[1]	-5	readreg1[2]
==> repair_timing <==
item	4_1_cts	5_1_grt
setup buffers	10	2
endpoints found under the setup margin	16	13
gates cloned	4	0
hold buffers	0	0
gates resized	139	27
pin swaps	44	17
==> logic make-up after synthesis <==
kind of cell,after synthesis,share of synthesized area
compound gates,72,0.1563
xor+xnor,6,0.01760
buf+inv,32,0.07331
latches,64,0.3217
mux,39,0.1898
simple gates,137,0.2413
==> final cells by class <==
type / instances / share of cell area
sequential: 64 / 0.2365
inverter: 6 / 0.005542
tap: 72 / 0.02217
timing repair buffer: 99 / 0.2429
multi-input combinational: 254 / 0.4929
==> critical path, stage by stage <==
cell and delay [ps]:
sky130_fd_sc_hd__buf_12 130, sky130_fd_sc_hd__buf_8 140, sky130_fd_sc_hd__or3_4 350, sky130_fd_sc_hd__o22ai_2 150
sky130_fd_sc_hd__o21ai_1 90, sky130_fd_sc_hd__a21boi_2 160, sky130_fd_sc_hd__dlygate4sd2_1 240
==> power breakdown <==
group	leakage [nW]	switching (mW)	internal, mW
clock network	0	0	0
logic	1.32	0.318	0.349
registers	0.510	0.0197	0.0992
total	1.83	0.338	0.448
Power figures rest on the tool's default switching activity, not on a simulated workload.
