**design.v**
```verilog
`timescale 1ns / 1ps
module forwardunit(
    input [2:0] rd,
    input [2:0] rs,
    input [7:0] result,
	 input [7:0] immval,
	 input [1:0] opcode,
    output reg [7:0] out,
	 output reg forward
    );
always @(rd or rs)begin
if(rd==rs)
begin
forward = 1;
if(opcode==2'b01)
begin
out <= result;
end
if(opcode==2'b00)
begin
out <= immval;
end
end
else
begin
forward = 0;
end
end
endmodule
```
**run.sh**
```bash
#!/bin/bash
# OpenROAD 26Q1-2900-gdf79404cd8, Yosys 0.63+post, stock flow scripts
make -C /OpenROAD-flow-scripts/flow DESIGN_CONFIG=/design/flow/config.mk WORK_HOME=/design/flow/orfs finish
```
**config.mk**
```make
export PLATFORM = sky130hd
export DESIGN_NAME = forwardunit
export DESIGN_NICKNAME = forwardunit
export VERILOG_FILES = /design/flow/design.v
export SDC_FILE = /design/flow/constraint.sdc
export NUM_CORES = 4
export LEC_CHECK = 1
export CORE_AREA = 10 10 70 70
export DIE_AREA = 0 0 80 80
```
**constraint.sdc**
```tcl
current_design forwardunit

set clk_period 1.0
set clk_io_pct 0.2

create_clock -name clk0 -period $clk_period

set non_clock_inputs [all_inputs -no_clocks]
set_input_delay [expr $clk_period * $clk_io_pct] -clock clk0 $non_clock_inputs
set_output_delay [expr $clk_period * $clk_io_pct] -clock clk0 [all_outputs]
```
==> impl_metrics.toml <==
# synthesis and place-and-route metrics
[status]
status = "finished, final reports clean"

[placed_design]
place_congestion = 0.6455
placed_area_sq_um = 643.1
hpwl_um = 975.6
io_buffers = 33
pre_cts_ws_ns = -0.6970

[synthesis]
top_area_cell = "dlxtn_1"
yosys_area_sq_um = 255.2
synth.distinct_cells = 6
synth_cells = 22
synthTopCellsByArea = "dlxtn_1 (47%), mux2_2 (35%), xor2_1 (10%), or4_1 (2.9%), nor2_2 (2.5%)"
syn_area_sq_um = 255.2
syn_avg_cell_area_sq_um = 11.60
yosys_warnings = 1
ys_cells = 22
synth_flops = 8
top_cell_area_share_pct = 47.06

[setup_path]
worstSetupStartpointType = "primary input"
cp_slowest_cell = "xor2_2"
crit_path_end_kind = "output port"
arrival_ns = 0.73
cp_max_fo = 2
path_cells = "buf_6 > xor2_2 > nor3_2 > buf_2"
crit_family = "buffers and inverters"
path_class = "primary input to output port"
path_buffers = 2
cp_data_required_time_ns = 0.80
critPathMaxStageDelay_ns = 0.17

[hold_path]
min_path_type = "primary input to output port"

[drt]
firstDrtPassIters = 1
vias = 280
drtIter0Drc = 0
drc = 0
wire_per_inst_um = 10.42
diodes = 0
wl_mm = 1.063
ant_nets = 0
avgViaCountPerCell = 2.745

[sta]
rsz0062_at_grt = "no"
slew_headroom_pct = 70.53
finalClockPeriodUsage_pct = 93.08
unclocked_regs = 8
setup_viol = 0
finalHoldViolCount = 0
setup_ws_ns = 0.06919
finalCriticalPeriod_ns = 0.9308
final_max_slew_viol_count = 0
tightest_slew_ns = 0.4415
untimed_endpoints = 16
max_freq_mhz = 1074

[run]
drv_cap = 0
warnings = 32

[global_route]
grt_pass1_wl_mm = 1.593
antenna_found_initial = 0
grt_usage_pct = 3.037
grt_overflow = 0
grt_max_degree = 9
grt_pass1_vias = 311

[cells_and_area]
area_growth_pct = 148.5
final_core_utilization_pct = 18.57
lay_top_count = "clkdlybuf4s50_1"
drive_gt1_share_pct = 33.93
design_area_sq_um = 634.4
top_regs = "out (8)"
largest_reg_flops = 8
mostFrequentLayoutCells = "clkdlybuf4s50_1 (26), mux2_2 (8), dlxtn_1 (8), buf_2 (4)"
largest_register = "out"

[power]
power_density_nw_per_um2 = 371.2
ir_drop_mv = 0.1213
leakage_nw = 0.2517

[die]
fp_util_pct = 7.473
num_rows = 21
dieArea_sq_um = 6400
dieWidth_um = 80
die_height_um = 80
coreArea_sq_um = 3416
io_pins = 33

[cts]
hold_buffers = 0
where the power goes:
group	internal, mW	switching [mW]	total, mW
Combinational	0.147	0.0451	0.192
Sequential	0.0378	0.00520	0.0430
Clock	0	0	0
path summary, 6_finish.rpt:
path,from,endpoint,depth (start not counted)
worst max-delay path,rs[2],forward,4
worst min-delay path,rs[0],forward,4
per-stage QoR:
stage                     instances  total power [mW]  TNS, ns  hold WS (ns)
after floorplan                  22           0.08165        0        0.5103
after global placement          101            0.2380  -0.6655         1.437
after detailed placement        101            0.2410  -0.6970         1.449
after CTS                       101            0.2288        0        0.8201
after global routing            102            0.2537        0        0.8216
final                           102            0.2355        0        0.7578
synth_stat cells (all sizes together):
library cell  n
dlxtn         8
mux2          8
nor2          1
nor3          1
or4           1
xor2          3
worst min-delay path: stages:
cell and delay, ns:
buf_2 0.09, xor2_1 0.07, nor3_2 0.09, buf_2 0.11
layer usage:
metal / GRT usage, % / share of wire, % / vias to the layer above
met4: 0 / 0 / 0
met3: 0.7955 / 8.1 / 0
met5: 0 / 0 / -
li1: - / - / 145
met1: 3.200 / 33 / 127
met2: 6.100 / 59 / 8
logic make-up (layout without fill, tap and decap cells):
group / after synthesis / in the layout / synth area share (%)
xor+xnor: 3 / 3 / 10.30
buf+inv: 0 / 34 / 0
latches: 8 / 8 / 47.06
mux: 8 / 8 / 35.30
simple gates: 3 / 3 / 7.354
layout make-up:
type / count / area (sq um)
Timing Repair Buffer: 34 / 309.0
Fill cell: 393 / 2781
Multi-Input combinational cell: 14 / 147.6
Tap cell: 46 / 57.56
Sequential cell: 8 / 120.1
what timing repair did:
item / in CTS / in global routing
endpoints found under the setup margin: 1 / 1
pin swaps: 4 / 3
buffers inserted: 0 / 1
resized: 20 / 5
Power and IR drop assume default switching activity.
